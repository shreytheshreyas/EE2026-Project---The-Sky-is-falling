<file path="/design/flow/run.sh">
#!/bin/bash
# OpenROAD 26Q1-2900-gdf79404cd8, Yosys 0.63+post, stock flow scripts
make -C /OpenROAD-flow-scripts/flow DESIGN_CONFIG=/design/flow/config.mk WORK_HOME=/design/flow/orfs finish
</file>
<file path="/design/flow/config.mk">
export PLATFORM = sky130hd
export DESIGN_NAME = sp_dff
export DESIGN_NICKNAME = sp_dff
export VERILOG_FILES = /design/flow/design.v
export SDC_FILE = /design/flow/constraint.sdc
export NUM_CORES = 4
export LEC_CHECK = 1
export CORE_AREA = 10 10 89 89
export DIE_AREA = 0 0 99 99
</file>
<file path="/design/flow/constraint.sdc">
current_design sp_dff

set clk_period 3.2
set clk_io_pct 0.2

create_clock -name clk0 -period $clk_period [get_ports {basys_clock}]

set non_clock_inputs [all_inputs -no_clocks]
set_input_delay [expr $clk_period * $clk_io_pct] -clock clk0 $non_clock_inputs
set_output_delay [expr $clk_period * $clk_io_pct] -clock clk0 [all_outputs]
</file>
<file path="/design/flow/design.v">
`timescale 1ns / 1ps
module clock100(
    input basys_clock,
    output out_clock
    );
    reg[22:0] count=23'b0;  
        always@(posedge basys_clock) begin
        count<=count+1;
        end
        assign out_clock=count[22];
endmodule
`timescale 1ns / 1ps
module dff(
    input dff_clock,
    input D,
    output reg Q
    );
     always @ (posedge dff_clock)
       begin
           Q<=D;
       end
endmodule
`timescale 1ns / 1ps
module sp_dff(
    input basys_clock,
    input pushbutton,
    output btnc
    );
    wire dff_one_out, dff_two_out, out_clock;
        clock100 clk_dff(basys_clock, out_clock);
        dff dff_one(out_clock, pushbutton, dff_one_out);
        dff dff_two(out_clock, dff_one_out, dff_two_out);
        assign btnc=dff_one_out&~dff_two_out;
endmodule
</file>
==> reports/notes.md <==
The routed design shows a wire length per standard cell of 7.20 µm. Per the OpenROAD power report, switching power amounts to 0.0000826 W. Critical register-to-register path startpoint: clk_dff.count[0]$_DFF_P_. For reference, the critical path cell chain is ha_1 -> clkinv_1 -> nor3_4 -> and3_1 -> xor2_1. In this run the worst hold path is classified as reg -> reg.

With the data required time of the critical path at 3.39 ns, the number of hold violations in the final report is 0. The iteration count recorded for the first detailed-route pass is 3. The run gives 11.9 µm² for the mean cell area of the mapped netlist. The instance count along the most critical hold path works out to 1. The run finished with clean final reports.

The run gives 0.37 ns for the worst stage delay on the critical path. The area enclosed by the die boundary came out at 9800 µm². The run gives 0.774 as the weighted congestion at the end of routability-driven global placement.

The number of buffer and inverter stages on the critical path works out to 1. The run gives 985 µm² for the cell area after technology mapping. The placement-stage worst setup slack is 1.69 ns, and the total routed wirelength is 1180 µm. The number of maximum-capacitance violations recorded for the run is 0.

The power report puts the leakage power at 0.417 nW. Yosys printed 2 warnings. For this design the top-level I/O count stands at 3.

The synthesized netlist has a Yosys-reported chip area of 985 µm². Once the clock tree was built, the resizer swapped 0 gates to a different size. STA classifies the critical path startpoint as a flip-flop.

The tools report the launch point of the worst path as clk_dff.count[0]$_DFF_P_. Buffers inserted during clock tree synthesis total 3. Worst setup path endpoint: clk_dff.count[10]$_DFF_P_. The fraction of power spent switching nets is 0.180. The tools report the all-layer global routing usage as 0.0253.

3 endpoints have no timing constraint. For the insertion delay to the later sink of the worst-skew pair, the log shows 0.25 ns. Across all setup checks in the final design, the least slack found is 1.68 ns. The initialized floorplan defines 28 standard-cell rows. Actual transition at the worst max-transition pin: 0.290 ns. The portion of total power attributed to sequential cells came out at 0.624. The run gives 2130 µm as the first-pass GRT wire length. The tools report the number of antenna violations at the first check in global routing as 0. 0 antenna diodes ended up in the layout.

According to the floorplan report, the die height is 99 µm. The run gives 83 for the instance count of the mapped netlist. The setup path with the least slack is of type reg -> reg. Setup violations remaining at the end of the flow were counted as 0. The gate-level netlist out of Yosys references 20 unique cell types. The run gives 13 for the maximum number of pins on one net before global-route repair.

The run gives 1 as the total number of H-tree levels. The routed layout reports a DRC error count of 0. The number of max-slew violations in the final report was 0.

Cell with the largest stage delay on the worst path: dfxtp_1. The tools report the number of register pins that no clock reaches as 2. The dominant cell type by area after synthesis was dfxtp_1. The part of the Yosys area used for sequential elements came out at 0.508. With the overall power after layout at 0.000458 W, the share of the core filled with cells is 0.191. The run gives 0.806 as the relative slew slack. Buffer type at the clock tree root: clkbuf_8. The number of hold buffers added after CTS was 0. The detail route stage leaves a number of antenna-violating nets equal to 0. The core footprint was 5990 µm²; the clock slew at the register clock pins of the worst setup and hold paths was 0.07 ns. The synthesized netlist was found by Yosys to have 83 cells. The OpenROAD report gives the critical path a data arrival time of 1.71 ns. The synthesized design contains 25 register bits. VDD sags by at most 264 µV.

The internal cell power was 0.000376 W; the number of logged tool warnings was 25. The kind of cell with the highest combined delay along the critical path is simple AND/OR/NAND/NOR gates. Across the routed clock network, the largest skew measured is 0.00169 ns.

The cell area reported after detailed placement is 1100 µm², and the biggest fanout along the worst timing path is 6. The worst register-to-register path depth is 5. The category of the worst setup path capture point was a flip-flop. Looking at the post-CTS report, the setup buffer insertion count equals 0.

In the layout the commonest cells are 25 x dfxtp_1, 14 x xnor2_1, 7 x nand2_1, 7 x xor2_1, 5 x and3_1. For the finished layout, the period the worst path requires is 1.52 ns. The peak clock frequency supported by timing was 656 MHz; the detailed-route vias per instance was 3.20.

Fraction of final layout cells with drive strength greater than 1: 0.124. The count of input and output buffers is 2. The path length in cells of the critical path was 5; the share of the synthesized area in the top cell type was 0.508. Per the GRT congestion report, total overflow comes to 0. The share of power burned in combinational logic came out at 0.003.

Setup repair after global routing left no endpoint under its margin. The worst-case reg-to-reg setup slack stands at 1.68 ns. The power per standard cell area was 401 nW/µm²; the fraction of the cycle the final worst path needs was 0.476.

For the proportion of power drawn by the clock network, the log shows 0.373. TritonCTS built the clock tree. Per the detail_route report, the via count comes to 525. The main area contributors are dfxtp_1 51%, xnor2_1 12%, xor2_1 6.2%. The most common logic cell in the final layout is dfxtp_1. Adding up every negative setup slack in the final design gives 0 ns.

The logs give 2 for the maximum number of buffers from clock root to sink and 889 µm for the HPWL reported at the end of detailed placement. Summing all non-filler instances in the final layout gives an area of 1140 µm². The layout overhead on the synthesized area is 16.1%.

With the horizontal extent of the die at 99 µm, the initial standard-cell utilization of the core is 0.164. Per the timing report, the most critical flop-to-flop path finishes at clk_dff.count[10]$_DFF_P_. The number of global-route vias before repair was 481. The DRC violation total after the first TritonRoute iteration was 29.
through the flow:
stage,hold WS [ns],std cells
2_1_floorplan,0.383,83
3_5_place_dp,0.398,160
5_1_grt,0.476,164
6_report,0.416,164
4_1_cts,0.417,164
3_3_place_gp,0.392,160
synthesized netlist by cell type (all sizes together):
cell type,count
nand3,6
inv,2
nor4,2
nor2b,1
and4,1
and2b,1
nand2,7
nand4,5
nor3,3
ha,1
xnor2,14
clkinv,1
xor2,7
dfxtp,25
nor2,1
and3,5
or3,1
area by class of cell:
type                            instances  area (µm²)
Fill cell                             642        4850
Sequential cell                        25         500
Multi-Input combinational cell         55         473
Tap cell                               75        93.8
Clock buffer                            4        45.0
Timing Repair Buffer                    2        20.0
Inverter                                3        11.3
sequential cells by signal (all words and copies together), names as in the netlist:
name           flops
dff_two.Q          1
dff_one.Q          1
clk_dff.count     23
worst reg2reg max path, cell delays in order (launching register included):
cell,delay [ns]
dfxtp_1,0.37
ha_1,0.22
clkinv_1,0.18
nor3_4,0.34
and3_1,0.21
xor2_1,0.14
power groups by stage:
stage	logic, W	registers, W	clock network [W]
6_report	0.00000122	0.000286	0.000171
5_1_grt	0.00000131	0.000286	0.000197
4_1_cts	0.00000126	0.000286	0.000181
worst min path at each step:
stage	from	end	slack (ns)
6_report	clk_dff.count[0]$_DFF_P_	clk_dff.count[0]$_DFF_P_	0.42
5_1_grt	clk_dff.count[0]$_DFF_P_	clk_dff.count[0]$_DFF_P_	0.48
4_1_cts	clk_dff.count[0]$_DFF_P_	clk_dff.count[0]$_DFF_P_	0.42
cell families after synthesis:
kind of cell,synth area share
xor gates and xnor gates,0.187
adders and majority gates,0.0127
buffers and inverters,0.0114
DFF,0.508
and+or+nand+nor,0.281
per-layer routing:
metal | track usage | share of wire | vias to the layer above
met3 | 0.0141 | 0.070 | 0
met4 | 0.00110 | 0 | 0
met1 | 0.0338 | 0.55 | 223
met2 | 0.0366 | 0.38 | 5
met5 | 0 | 0 | -
li1 | - | - | 297
No activity file was given, so power comes from the tool's default toggle rates.
